==> /design/flow/design.v <==
module AsyncFIFO # (
    parameter   ADDR_SIZE = 4,
    parameter   DATA_SIZE = 16
    )
(
    input       [ DATA_SIZE - 1: 0 ]    wdata,
    input                               winc,
    input                               wclk,
    input                               wrst_n,
    input                               rinc,
    input                               rclk,
    input                               rrst_n,
    output      [ DATA_SIZE - 1: 0 ]    rdata,
    output                              wfull,
    output                              rempty
    );
    wire        [ ADDR_SIZE - 1: 0 ]     waddr, raddr;
    wire        [ ADDR_SIZE    : 0 ]     wptr, rptr, wq2_rptr, rq2_wptr;
    sync_r2w # (
    .ADDR_SIZE ( ADDR_SIZE )
)
    I1_sync_r2w (
        .rptr       ( rptr      ),
        .wclk       ( wclk      ),
        .wrst_n     ( wrst_n    ),
        .wq2_rptr   ( wq2_rptr  )
    );
    sync_w2r # (
    .ADDR_SIZE ( ADDR_SIZE )
)
    I2_sync_w2r (
        .wptr       ( wptr      ),
        .rclk       ( rclk      ),
        .rrst_n     ( rrst_n    ),
        .rq2_wptr   ( rq2_wptr  )
    );
    DualRAM # (
    .ADDR_SIZE ( ADDR_SIZE ),           
    .DATA_SIZE ( DATA_SIZE )    
    )
        I3_DualRAM (
        .wclken     ( winc      ),     
        .wclk       ( wclk      ),     
        .raddr      ( raddr     ),      
        .waddr      ( waddr     ),     
        .wdata      ( wdata     ),      
        .rdata      ( rdata     )      
    );
    rptr_empty # (
    .ADDR_SIZE ( ADDR_SIZE )
    )
        I4_rptr_empty (
        .rclk       ( rclk      ),
        .rinc       ( rinc      ),
        .rrst_n     ( rrst_n    ),    
        .rq2_wptr   ( rq2_wptr  ),
        .rempty     ( rempty    ),
        .raddr      ( raddr     ),     
        .rptr       ( rptr      )       
    );
    wptr_full# (
   .ADDR_SIZE ( ADDR_SIZE )
    )
       I5_wptr_full  (
        .wclk       ( wclk      ),
        .winc       ( winc      ),
        .wrst_n     ( wrst_n    ),    
        .wq2_rptr   ( wq2_rptr  ),
        .wfull      ( wfull     ),
        .waddr      ( waddr     ),    
        .wptr       ( wptr      )    
    );
endmodule
module sync_r2w # (
    parameter       ADDR_SIZE = 4
)
(
    input       [ ADDR_SIZE: 0 ]    rptr,  
    input                           wclk,   
    input                           wrst_n,    
    output  reg [ ADDR_SIZE: 0 ]    wq2_rptr    
    );
    reg [ ADDR_SIZE: 0 ]    wq1_rptr;            
    always @ ( posedge wclk or negedge wrst_n ) begin
        if ( !wrst_n )
            { wq2_rptr, wq1_rptr } <= 0;
        else                                           
            { wq2_rptr, wq1_rptr } <= { wq1_rptr, rptr };        
    end
endmodule
module sync_w2r # (
    parameter       ADDR_SIZE = 4
)
(
    input       [ ADDR_SIZE: 0 ]    wptr,        
    input                           rclk,
    input                           rrst_n,
    output  reg [ ADDR_SIZE: 0 ]    rq2_wptr     
    );
    reg [ ADDR_SIZE: 0 ]    rq1_wptr;            
    always @ ( posedge rclk or negedge rrst_n ) begin
        if ( !rrst_n )
            { rq2_wptr, rq1_wptr } <= 0;
        else
            { rq2_wptr, rq1_wptr } <= { rq1_wptr, wptr };   
    end
endmodule
module DualRAM #(
parameter           ADDR_SIZE = 4,
parameter           DATA_SIZE = 16   
)(
input                       wclken,
input                       wclk,
input  [ADDR_SIZE - 1: 0]   raddr,
input  [ADDR_SIZE - 1: 0]   waddr,
input  [DATA_SIZE - 1: 0]   wdata,
output [DATA_SIZE - 1: 0]   rdata
);
localparam RAM_DEPTH = 1 << ADDR_SIZE;    
reg [DATA_SIZE-1: 0] mem [0:RAM_DEPTH-1];
always @ ( posedge wclk ) begin
if ( wclken == 1'b1 ) begin 
mem[ waddr ] <= wdata;            
end
else begin
mem[ waddr ] <= mem[ waddr ];     
end
end
assign      rdata   =  mem [ raddr ];     
endmodule
module rptr_empty # (
    parameter   ADDR_SIZE = 4
)
(
    input                           rclk,
    input                           rinc,       
    input                           rrst_n,
    input       [ ADDR_SIZE    :0 ] rq2_wptr,  
    output reg                      rempty,
    output      [ ADDR_SIZE - 1:0 ] raddr,     
    output reg  [ ADDR_SIZE    :0 ] rptr      
    );
    reg     [ ADDR_SIZE: 0 ]    rbin;
    wire    [ ADDR_SIZE: 0 ]    rgraynext, rbinnext;   
    wire                        rempty_val;
    always @ ( posedge rclk or negedge rrst_n ) begin
        if ( !rrst_n ) begin
            rbin <= 0;
            rptr <= 0;
        end
        else begin
            rbin <= rbinnext; 
            rptr <= rgraynext;  
        end 
    end
    assign rbinnext = !rempty ? ( rbin + rinc ): rbin;       
    assign rgraynext = ( rbinnext >> 1 ) ^ ( rbinnext );    
    assign raddr = rbin[ ADDR_SIZE - 1: 0 ];            
    assign rempty_val = ( rgraynext == rq2_wptr );           
    always @ ( posedge rclk or negedge rrst_n ) begin
        if ( !rrst_n )
            rempty <= 1'b1;          
        else
            rempty <= rempty_val;     
    end
endmodule
module wptr_full# (
    parameter   ADDR_SIZE = 4
)
(
    input                           wclk,
    input                           winc,
    input                           wrst_n,
    input       [ ADDR_SIZE    :0 ] wq2_rptr,
    output reg                      wfull,
    output      [ ADDR_SIZE - 1:0 ] waddr,       
    output reg  [ ADDR_SIZE    :0 ] wptr         
    );
    reg     [ ADDR_SIZE: 0 ]    wbin;      
    wire    [ ADDR_SIZE: 0 ]    wgraynext, wbinnext;     
    wire                        wfull_val;
    always @ ( posedge wclk or negedge wrst_n ) begin
        if ( !wrst_n ) begin
            wbin <= 0;
            wptr <= 0;
        end
        else begin
            wbin <= wbinnext;
            wptr <= wgraynext;
        end 
    end
    assign wbinnext = !wfull ? ( wbin + winc ): wbin;
    assign wgraynext = ( wbinnext >> 1 ) ^ ( wbinnext );
    assign waddr = wbin[ ADDR_SIZE - 1: 0 ];
    assign wfull_val = ( wgraynext == { ~wq2_rptr [ ADDR_SIZE: ADDR_SIZE - 1 ], wq2_rptr [ ADDR_SIZE-2: 0 ] } );
    always @ ( posedge wclk or negedge wrst_n ) begin
        if ( !wrst_n )
            wfull <= 1'b0;
        else
            wfull <= wfull_val;
    end
endmodule
==> /design/flow/run.sh <==
#!/bin/bash
# OpenROAD 26Q1-2900-gdf79404cd8, Yosys 0.63+post, stock flow scripts
make -C /OpenROAD-flow-scripts/flow DESIGN_CONFIG=/design/flow/config.mk WORK_HOME=/design/flow/orfs finish
==> /design/flow/config.mk <==
export PLATFORM = sky130hd
export DESIGN_NAME = AsyncFIFO
export DESIGN_NICKNAME = AsyncFIFO
export VERILOG_FILES = /design/flow/design.v
export SDC_FILE = /design/flow/constraint.sdc
export NUM_CORES = 4
export LEC_CHECK = 1
export CORE_UTILIZATION = 50
==> /design/flow/constraint.sdc <==
current_design AsyncFIFO

set clk_period 5.3
set clk_io_pct 0.2

create_clock -name clk0 -period $clk_period [get_ports {rclk}]
create_clock -name clk1 -period $clk_period [get_ports {wclk}]

set non_clock_inputs [all_inputs -no_clocks]
set_input_delay [expr $clk_period * $clk_io_pct] -clock clk0 $non_clock_inputs
set_output_delay [expr $clk_period * $clk_io_pct] -clock clk0 [all_outputs]
==> out/qor.yml <==
critical_path:
  crit_required_ps: 4240
  worstSetupPathType: "reg2out"
  cpPeakStageDelay_ps: 720
  end_kind: "primary output"
  cp_num_buf_inv: 2
  crit_slowest_cell: "dfrtp_4"
  critPathLaunchType: "flip-flop"
  r2r_slack_ps: 2750
  cp_cell_sequence: "buf_4 > mux4_2 > nor2b_1 > a211oi_1 > a21oi_1 > clkdlybuf4s50_1"
  crit_family: "buffers and inverters"
  worstPathArrival_ps: 2830
  path_max_fanout: 21
routing:
  antennaDiodeCount: 0
  drc: 0
  ant_nets: 0
  vias: 5279
  met1_length_um: 8550
  routedWlPerCell_um: 24.7
  met3WireLength_um: 2780
  drt-total-wl_um: 22600
  dr.pass1.iters: 4
  wl_met2_um: 10900
  top_layer: "met4"
  via_per_inst: 5.76
  drt_iter0_markers: 273
placement:
  place_area_um2: 12400
  dp_hpwl_um: 13000
  gp_congestion: 0.787
  port_buffers: 38
synthesis:
  ys_seq_share_pct: 75.3
  ys_warn_count: 5
  edf_count: 256
  syn_inst: 547
  ys_types: 44
  synth-async-reset-ratio_pct: 13.5
  avgSynthCellArea_um2: 21.1
  synth-main-ff-cell: "edfxtp_1"
  ys_ff: 296
  syn_area_um2: 11500
  yosys_cells: 547
  ys_area_um2: 11500
job:
  drv_cap: 0
  warnings: 26
global_route:
  antenna_found_initial: 0
  grt_pass1_vias: 6018
  grt_pass1_wl_um: 35100
  grt_start_max_net_pins: 37
  grt_use_total_pct: 22.7
  grt_overflow: 0
final_layout:
  area_growth_pct: 15.1
  post-route-util_pct: 58.7
  layout_top_cell: "edfxtp_1"
  final_area_um2: 13300
  drive_above_1_share_pct: 26.1
  final_cell_mix: "edfxtp_1 (256), mux4_2 (64), clkdlybuf4s50_1 (38)"
clock_network:
  cts_resized: 0
  clk_pin_slew_ps: 60
  postCtsHoldBufs: 0
  post_cts_buffers: 0
  cts_sinks: 296
  cts_tree: "yes"
power:
  swShare_pct: 29.0
  power_switching_w: 0.00216
  irDropWorstVdd_uv: 330
  internal_power_w: 0.00528
  power_density_nw_per_um2: 560
  seq_power_share_pct: 42.5
  total_power_w: 0.00744
  pwr-share-comb_pct: 30.8
  pwr-share-clk_pct: 26.8
  leakagePower_nw: 4.39
final_timing:
  worst_pin_slew_ps: 918
  max_slew_margin_pct: 38.5
  fin_skew_ps: 8.13
  rsz0062_at_grt: "no"
  setup_tns_ps: 0
  hold_viol_final: 0
  finalSetupViolCount: 0
  maxSlewViolCount: 0
die:
  io_pins: 40
  die_h_um: 154
  rows: 55
  chipWidth_um: 154
  floorplan.core_util_pct: 51.0
  die_area_um2: 23700
  core-area_um2: 22600
outcome:
  status: "complete, no violations"
hold_path:
  hold_path.class: "reg2reg"
[state kept, by name (all words and copies together) (netlist names), 4 cells and up]
name,flops
I2_sync_w2r.rq1_wptr,5
I4_rptr_empty.rbin,4
I1_sync_r2w.wq1_rptr,5
I1_sync_r2w.wq2_rptr,5
I3_DualRAM.mem,256
I2_sync_w2r.rq2_wptr,5
I5_wptr_full.wbin,4
I4_rptr_empty.rptr,5
I5_wptr_full.wptr,5
[power by group through the flow]
stage | Combinational, W | Clock (W) | Sequential [W]
after global routing | 0.00250 | 0.00213 | 0.00321
after CTS | 0.00234 | 0.00203 | 0.00317
final | 0.00229 | 0.00199 | 0.00316
[synthesized netlist by cell type (2+ instances only)]
master	instances	area, µm²
a211oi_1	10	75.1
a211oi_2	7	87.6
a21oi_1	16	80.1
and2b_1	2	15.0
and3_1	2	12.5
buf_2	17	85.1
buf_6	5	56.3
clkbuf_1	3	11.3
dfrtp_1	39	976
edfxtp_1	256	7690
ha_1	4	50.1
inv_1	2	7.51
mux2_2	2	22.5
mux2i_1	17	170
mux4_2	64	1440
nand2_1	6	22.5
nand2b_1	4	25.0
nand3_1	2	10.0
nand3b_1	2	15.0
nand4b_1	2	17.5
nor2_1	13	48.8
nor2b_1	16	100
nor3_1	6	30.0
o21ai_0	3	15.0
o21ai_1	3	15.0
xnor2_1	16	140
xor2_1	11	96.3
[kinds of logic after synthesis]
| logic type | after synthesis | synth area share (%) |
|---|---|---|
| flip-flops | 296 | 75.3 |
| multiplexers | 84 | 14.3 |
| AND/OR/NAND/NOR | 59 | 2.99 |
| AND-OR/OR-AND | 43 | 2.68 |
| buffers and inverters | 31 | 1.69 |
| XOR/XNOR | 30 | 2.62 |
| adder cells (fa/ha/maj) | 4 | 0.434 |
[layer usage]
| metal | up-vias | global-route usage, % |
|---|---|---|
| met4 | 0 | 3.52 |
| met3 | 26 | 13.0 |
| met1 | 2666 | 34.9 |
| met2 | 251 | 32.7 |
| met5 | - | 0.207 |
| li1 | 2336 | - |
[path summary, 6_finish.rpt]
check	start	end	cells past startpoint
setup / recovery	I4_rptr_empty.rbin[0]	rdata[5]	6
hold / removal	I4_rptr_empty.rptr[0]	I1_sync_r2w.wq1_rptr[0]	0
setup reg to reg	I4_rptr_empty.rbin[0]	I4_rptr_empty.rempty	8
hold reg to reg	I4_rptr_empty.rptr[0]	I1_sync_r2w.wq1_rptr[0]	0
max in group clk1	winc	I3_DualRAM.mem[8][14]	4
max in group asynchronous	rrst_n	I4_rptr_empty.rempty	2
min in group clk0	I2_sync_w2r.rq1_wptr[4]	I2_sync_w2r.rq2_wptr[4]	0
min in group asynchronous	wrst_n	I1_sync_r2w.wq1_rptr[3]	2
[through the flow]
step | setup WS (ps) | hold slack (ps) | std cells
after floorplan | 2210 | 331 | 547
after global placement | 1600 | 332 | 866
after detailed placement | 1600 | 335 | 866
after CTS | 1320 | 83.5 | 916
after global routing | 1170 | 101 | 916
final | 1410 | 95.7 | 916
[layout make-up]
type	count	area [µm²]
Clock inverter	12	105
Fill cell	1574	9360
Clock buffer	38	823
Multi-Input combinational cell	220	2700
Inverter	3	11.3
Timing Repair Buffer	62	586
Sequential cell	296	8700
Tap cell	285	357
Power figures rest on the tool's default switching activity, not on a simulated workload.
