**flow/run.sh**
```bash
#!/bin/bash
# OpenROAD 26Q1-2900-gdf79404cd8, Yosys 0.63+post, stock flow scripts
make -C /OpenROAD-flow-scripts/flow DESIGN_CONFIG=/design/flow/config.mk WORK_HOME=/design/flow/orfs finish
```
**flow/config.mk**
```make
export PLATFORM = sky130hd
export DESIGN_NAME = dual_fifo
export DESIGN_NICKNAME = dual_fifo
export VERILOG_FILES = /design/flow/design.v
export SDC_FILE = /design/flow/constraint.sdc
export NUM_CORES = 4
export LEC_CHECK = 1
export CORE_UTILIZATION = 30
```
**flow/constraint.sdc**
```tcl
current_design dual_fifo

set clk_period 3.5
set clk_io_pct 0.2

create_clock -name clk0 -period $clk_period [get_ports {clk1}]
create_clock -name clk1 -period $clk_period [get_ports {clk2}]

set non_clock_inputs [all_inputs -no_clocks]
set_input_delay [expr $clk_period * $clk_io_pct] -clock clk0 $non_clock_inputs
set_output_delay [expr $clk_period * $clk_io_pct] -clock clk0 [all_outputs]
```
**flow/design.v**
```verilog
module dual_fifo(
    input          [15 : 0] wr_data,
    input                   clk1,   
    input                   wr_rstn,
    input                   wr_en,
    input                   clk2,   
    input                   rd_rstn,
    input                   rd_en,
    output            reg   fifo_full,
    output            reg   fifo_empty,
    output  reg    [15 : 0] rd_data
);
    reg [2 : 0]  wr_ptr, rd_ptr;
    reg [15 : 0] fifo    [3 : 0];
    always @ (posedge clk1 or negedge wr_rstn) begin
        if(!wr_rstn)
            wr_ptr <= 0;
        else if(wr_en && !fifo_full) begin
            fifo[wr_ptr] <= wr_data;
            wr_ptr <= wr_ptr + 1;
        end
        else
            wr_ptr <= wr_ptr;
    end
    always @ (posedge clk2 or negedge rd_rstn) begin
        if(!rd_rstn) begin
            rd_ptr <= 0;
            rd_data <= 0;
        end
        else if(rd_en && !fifo_empty) begin
            rd_data <= fifo[rd_ptr];
            rd_ptr <= rd_ptr + 1;
        end
        else
            rd_ptr <= rd_ptr;
    end
    wire [2 : 0] wr_ptr_g;
    wire [2 : 0] rd_ptr_g;
    assign wr_ptr_g = wr_ptr ^ (wr_ptr >>> 1);
    assign rd_ptr_g = rd_ptr ^ (rd_ptr >>> 1);
    reg [2 : 0] wr_ptr_gr, wr_ptr_grr;
    reg [2 : 0] rd_ptr_gr, rd_ptr_grr;
    always @ (posedge clk2 or negedge rd_rstn) begin
        if(!rd_rstn) begin
            wr_ptr_gr <= 0;
            wr_ptr_grr <= 0;
        end
        else begin
            wr_ptr_gr <= wr_ptr_g;
            wr_ptr_grr <= wr_ptr_gr;
        end
    end
    always @ (posedge clk1 or negedge wr_rstn) begin
        if(!wr_rstn) begin
            rd_ptr_gr <= 0;
            rd_ptr_grr <= 0;
        end
        else begin
            rd_ptr_gr <= rd_ptr_g;
            rd_ptr_grr <= rd_ptr_gr;
        end
    end
    always @ (posedge clk1 or negedge wr_rstn) begin
        if(!wr_rstn)
            fifo_full <= 0;
        else if((wr_ptr_g[2] != rd_ptr_grr[2]) && (wr_ptr_g[2 - 1] != rd_ptr_grr[2 - 1]) && (wr_ptr_g[2 - 2 : 0] == rd_ptr_grr[2 - 2 : 0]))
            fifo_full <= 1;
        else
            fifo_full <= 0;
    end
    always @ (posedge clk2 or negedge rd_rstn) begin
        if(!rd_rstn)
            fifo_empty <= 0;
        else if(wr_ptr_grr[2 : 0] == rd_ptr_g[2 : 0])
            fifo_empty <= 1;
        else
            fifo_empty <= 0;
    end
endmodule
```
==> out/metrics.yaml <==
grt_max_degree: 27
yosysTopAreaCell: "edfxtp_1"
internal_power_uw: 2960
status: "completed"
cts_setup_buffers: 0
drc: 0
drv_slew: 0
grt_pass1_vias: 2090
cp_max_fo: 16
place_ws_ps: 774
clockPowerShare: 0.310
p_total_uw: 4120
place_congestion: 0.730
seqPwrFrac: 0.410
most_common_cell: "edfxtp_1"
dieWidth_um: 117
synth.top_cells.by_count: "64 x edfxtp_1, 36 x dfrtp_1, 21 x inv_1, 16 x a21o_1"
rsz0062_at_grt: "false"
hold_viol: 0
mappedNetlistArea_mm2: 0.00399
clock-sinks: 100
diodes: 0
area_delta_synth_final_pct: 22.9
cts_resized: 0
path_class: "in -> reg"
chipArea_mm2: 0.0137
clk_pin_slew_ps: 50
yosysWarnings: 2
dr.first_iter.drc_count: 103
switchingPower_uw: 1160
via_per_inst: 4.45
grt_pass1_wl_um: 11300
r2r_slack_ps: 1430
initCoreUtil: 0.312
area_leaders: "edfxtp_1 48%, dfrtp_1 23%, a221oi_2 5.3%"
slew_headroom: 0.420
log.warning_count: 32
fillers: 1164
die_y_um: 117
num_vias: 2031
fin_setup_tns_ps: 0
skew_ps: 5.60
antenna_found_initial: 0
power_density_mw_per_mm2: 843
hold_class: "reg -> reg"
postRouteAntennaNets: 0
p_leak_uw: 0.00189
utilization: 0.383
synthCells: 235
ys.flops: 100
wirelength_um: 7140
finalWorstSetupSlack_ps: 1120
start_kind: "input pin"
io_pins: 40
cap_violations: 0
ys_area_mm2: 0.00399
ys.flop_type: "edfxtp_1"
worstPathRequired_ps: 3450
rows: 41
track_usage: 0.119
fin_hold_ws_ps: 347
async_flop_share: 0.360
hold_buffers: 0
setup-violations-final: 0
dp_hpwl_um: 4610
wire_per_inst_um: 15.7
arrival_ps: 2330
switching_share: 0.282
drt-pass1-iter-count: 4
place.port_buffers: 38
core-area_mm2: 0.0128
comb_power_share: 0.280
ys_seq_frac: 0.708
tightest_slew_ps: 870
endpoint_kind: "register"
edf_count: 64
cts_tree: "built"
top_area_frac: 0.482
grt_overflow_total: 0
synth_cell_type_count: 28
drive_gt1_frac: 0.215
syn_avg_cell_area_um2: 17.0
yosys_cells: 235
peakVddDrop_mv: 0.365
## sequential cells by signal (all words and copies together), names as in the netlist
register / flops
wr_ptr: 3
rd_ptr: 3
rd_ptr_gr: 3
fifo_empty: 1
rd_data: 16
rd_ptr_grr: 3
wr_ptr_grr: 3
wr_ptr_gr: 3
fifo_full: 1
fifo: 64
## power by group through the flow
stage | clock network [µW] | logic (µW) | registers [µW]
CTS | 1320 | 1190 | 1700
global route | 1360 | 1300 | 1720
finish | 1280 | 1160 | 1690
## kinds of logic (layout without fill, tap and decap cells)
| group | after synthesis | after routing | share of synthesized area |
|---|---|---|---|
| flops | 100 | 100 | 0.708 |
| xor+xnor | 10 | 10 | 0.0220 |
| fa+ha+maj | 8 | 8 | 0.0251 |
| buf+inv | 35 | 84 | 0.0543 |
| compound gates | 66 | 66 | 0.166 |
| simple gates | 14 | 14 | 0.0192 |
| mux | 2 | 2 | 0.00534 |
## critical path: stages
cell and delay, ps:
clkdlybuf4s50_1 450, nor2b_1 420, and3_1 750
## path summary, 6_finish.rpt
kind,depth (start not counted),from,to
setup / recovery,3,wr_en,fifo[3][10]
hold / removal,0,rd_ptr_gr[0],rd_ptr_grr[0]
setup reg to reg,6,rd_ptr[1],rd_data[8]
hold reg to reg,0,rd_ptr_gr[0],rd_ptr_grr[0]
max in group clk1,6,rd_ptr[1],rd_data[8]
max in group asynchronous,1,wr_rstn,rd_ptr_gr[0]
min in group clk1,0,wr_ptr_gr[2],wr_ptr_grr[2]
min in group asynchronous,1,wr_rstn,rd_ptr_grr[2]
## metal layers
| layer | routed length [µm] | GRT usage | share of wire | vias up |
|---|---|---|---|---|
| met3 | 474 | 0.0482 | 0.066 | 12 |
| li1 | - | - | - | 962 |
| met2 | 3370 | 0.185 | 0.47 | 56 |
| met1 | 3160 | 0.167 | 0.44 | 1001 |
| met5 | 0 | 0 | 0 | - |
| met4 | 137 | 0.0236 | 0.019 | 0 |
## final cells by class
cell class	instances	area (µm²)	area share
sequential	100	2820	0.577
multi-input combinational	100	948	0.194
timing repair buffer	44	425	0.0869
clock buffer	14	308	0.0629
tap	172	215	0.0440
clock inverter	5	97.6	0.0199
inverter	21	78.8	0.0161
## placed cells by master, fill, tap and decap left out, drive strengths merged
master	instances
nor2	2
clkbuf	14
xnor2	4
a21o	16
a221oi	16
o21ai	1
clkdlybuf4s50	38
dfrtp	36
or3	1
bufinv	3
buf	6
mux2i	1
nand3	1
nand2	2
clkinv	2
nor2b	3
xor2	6
and3	4
inv	21
mux2	1
ha	8
a22oi	16
a21oi	17
nand2b	1
edfxtp	64
## per-stage QoR
stage               std cells  area [µm²]
CTS                       456        4900
global route              456        4900
finish                    456        4900
detailed placement        437        4490
global placement          437        4490
floorplan                 235        3990
Power figures rest on the tool's default switching activity, not on a simulated workload.
